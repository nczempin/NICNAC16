==> flow/design.v <==
`timescale 1ns / 1ps
`timescale 1ns / 1ps
module multiplex_sseg_hex(
 input clk,
 input [3:0] in0,
 input [3:0] in1,
 input [3:0] in2,
 input [3:0] in3,
 input [3:0] dp,
 output [7:0] sseg_ca,
 output reg [3:0] sseg_an
 );
 reg [3:0] chosen_input;
wire [6:0] sseg_ca_decoded;
reg my_dp; 
assign sseg_ca = {my_dp, sseg_ca_decoded};
sseg_hex_decoder shd(chosen_input, sseg_ca_decoded);
reg [1:0] count = 2'b00; 
always @ (posedge clk)
 begin
   count <= count + 1;
  case(count) 
   2'b00:
    begin
     chosen_input <= in0;
      sseg_an <= 4'b1110;
      my_dp <= dp[0];
    end
   2'b01:
    begin
     chosen_input <= in1;
     sseg_an  <= 4'b1101;
      my_dp <= dp[1];
  end
   2'b10:
    begin
     chosen_input <= in2;
     sseg_an <= 4'b1011;
     my_dp <= dp[2];
   end
   2'b11:
    begin
     chosen_input <= in3;
      sseg_an <= 4'b0111;
     my_dp <= dp[3];
    end
  endcase
 end
endmodule
`timescale 1ns / 1ps
module sseg_hex_decoder(
 input [3:0] digit,
 output reg [6:0] segments
 );
          always @(digit)
      case (digit)
          4'b0000 : segments = 7'b1000000;    
          4'b0001 : segments = 7'b1111001;    
          4'b0010 : segments = 7'b0100100;    
          4'b0011 : segments = 7'b0110000;    
          4'b0100 : segments = 7'b0011001;    
          4'b0101 : segments = 7'b0010010;    
          4'b0110 : segments = 7'b0000010;    
          4'b0111 : segments = 7'b1111000;    
          4'b1000 : segments = 7'b0000000;    
          4'b1001 : segments = 7'b0010000;    
          4'b1010 : segments = 7'b0001000;    
          4'b1011 : segments = 7'b0000011;    
          4'b1100 : segments = 7'b1000110;    
          4'b1101 : segments = 7'b0100001;    
          4'b1110 : segments = 7'b0000110;    
          4'b1111 : segments = 7'b0001110;    
          default : segments = 7'b1111111;  
      endcase   
endmodule
`timescale 1ns / 1ps
   module sseg_interface16b (
        input clk,
        input [15:0] data,
        input [3:0] decimal_points,  
        output [7:0] sseg_ca,
        output [3:0] sseg_an
        );
        wire [3:0] d0;
        wire [3:0] d1;
        wire [3:0] d2;
        wire [3:0] d3;
        assign d0 = data[15:12];
        assign d1 = data[11:8];
        assign d2 = data[7:4];
        assign d3 = data[3:0];
        reg clk_multiplex;
  multiplex_sseg_hex sseg_multiplexer(
     .clk(clk_multiplex),
     .in0(d3),
     .in1(d2),
     .in2(d1),
     .in3(d0),
     .dp(decimal_points),
     .sseg_ca(sseg_ca),
     .sseg_an(sseg_an)
 );
 localparam N = 18;
reg [N-1:0] count = 0; 
always @ (posedge clk)
 begin
   count <= count + 1;
   if (count==0)
      clk_multiplex <= ~clk_multiplex;
 end
    endmodule
==> flow/run.sh <==
#!/bin/bash
# OpenROAD 26Q1-2900-gdf79404cd8, Yosys 0.63+post, stock flow scripts
make -C /OpenROAD-flow-scripts/flow DESIGN_CONFIG=/design/flow/config.mk WORK_HOME=/design/flow/orfs finish
==> flow/config.mk <==
export PLATFORM = sky130hd
export DESIGN_NAME = sseg_interface16b
export DESIGN_NICKNAME = sseg_interface16b
export VERILOG_FILES = /design/flow/design.v
export SDC_FILE = /design/flow/constraint.sdc
export NUM_CORES = 4
export LEC_CHECK = 1
export CORE_AREA = 10 10 107 107
export DIE_AREA = 0 0 117 117
==> flow/constraint.sdc <==
current_design sseg_interface16b

set clk_period 4.2
set clk_io_pct 0.2

create_clock -name clk0 -period $clk_period [get_ports {clk}]

set non_clock_inputs [all_inputs -no_clocks]
set_input_delay [expr $clk_period * $clk_io_pct] -clock clk0 $non_clock_inputs
set_output_delay [expr $clk_period * $clk_io_pct] -clock clk0 [all_outputs]
==> report_table.html <==
<h2>Implementation results</h2>
<table>
<tr><th>Metric</th><th>Value</th></tr>
<tr><th colspan="2">STA</th></tr>
<tr><td>Final setup TNS</td><td>0 ps</td></tr>
<tr><td>Max-slew headroom at the worst pin</td><td>0.519</td></tr>
<tr><td>Setup Skew</td><td>1.78 ps</td></tr>
<tr><td>Setup repair after global routing missed its margin</td><td>false</td></tr>
<tr><td>Number of register pins that no clock reaches</td><td>14</td></tr>
<tr><td>Number of pins exceeding their max-slew limit in the final report</td><td>0</td></tr>
<tr><td>Setup ws final</td><td>2740 ps</td></tr>
<tr><td>Count of final hold-check violations</td><td>0</td></tr>
<tr><td>Tcrit/Tclk final</td><td>0.348</td></tr>
<tr><td>Setup violators final</td><td>0</td></tr>
<tr><td>Fin crit period</td><td>1460 ps</td></tr>
<tr><td>Min Hold Slack</td><td>427 ps</td></tr>
<tr><td>Transition time at the pin with the least slew margin</td><td>722 ps</td></tr>
<tr><td>Highest attainable clock frequency</td><td>0.684 GHz</td></tr>
<tr><td>Endpoints left unconstrained</td><td>26</td></tr>
<tr><th colspan="2">Yosys</th></tr>
<tr><td>Yosys Chip Area</td><td>1490 sq um</td></tr>
<tr><td>Count of library flops with an enable pin</td><td>1</td></tr>
<tr><td>Top cell area share</td><td>0.431</td></tr>
<tr><td>Total standard cell area after synthesis</td><td>1490 sq um</td></tr>
<tr><td>Count of mapped cells out of synthesis</td><td>144</td></tr>
<tr><td>Post-synthesis area per instance</td><td>10.3 sq um</td></tr>
<tr><td>Sequential share of the synthesized area</td><td>0.451</td></tr>
<tr><td>Cell total in the yosys stat output</td><td>144</td></tr>
<tr><td>Main flop type after synthesis</td><td>dfxtp_1</td></tr>
<tr><td>Yosys cell types</td><td>33</td></tr>
<tr><td>Synth area leader</td><td>dfxtp_1</td></tr>
<tr><td>Commonest cells in the synthesized netlist</td><td>32 x dfxtp_1, 14 x inv_1, 12 x ha_1, 12 x xnor2_1, 11 x nand2_1</td></tr>
<tr><td>Proportion of synthesized flip-flops having asynchronous set or reset</td><td>0</td></tr>
<tr><td>Leading cell type by number of instances after synthesis</td><td>dfxtp_1</td></tr>
<tr><td>Synth area leaders</td><td>dfxtp_1 43%, ha_1 10%, xnor2_1 7.1%, mux2i_1 6.1%, inv_1 3.5%</td></tr>
<tr><td>Number of synthesized register bits</td><td>33</td></tr>
<tr><td>Yosys warning count</td><td>3</td></tr>
<tr><th colspan="2">Routing</th></tr>
<tr><td>Detailed-router iteration count before antenna repair</td><td>4</td></tr>
<tr><td>Remaining routing DRC violations</td><td>0</td></tr>
<tr><td>First-iteration detailed-routing DRC count</td><td>47</td></tr>
<tr><td>Highest metal layer with signal wires</td><td>met3</td></tr>
<tr><td>Met3 Wirelength</td><td>323 um</td></tr>
<tr><td>WL/cell</td><td>9.94 um</td></tr>
<tr><td>Number of antenna cells inserted</td><td>0</td></tr>
<tr><td>Total number of vias</td><td>1,073</td></tr>
<tr><td>Number of nets with antenna violations after detailed routing</td><td>0</td></tr>
<tr><td>Met2 wire length</td><td>1060 um</td></tr>
<tr><td>Mean number of vias per cell</td><td>3.73</td></tr>
<tr><td>Total Wirelength</td><td>2860 um</td></tr>
<tr><td>Met1 Wirelength</td><td>1480 um</td></tr>
<tr><th colspan="2">Pwr</th></tr>
<tr><td>Power Density</td><td>173 nW/um^2</td></tr>
<tr><td>Relative contribution of the clock network to total power</td><td>0.362</td></tr>
<tr><td>Switching Fraction</td><td>0.201</td></tr>
<tr><td>VDD IR-drop max</td><td>0.160 mV</td></tr>
<tr><td>Overall power</td><td>341 uW</td></tr>
<tr><td>Internal Dissipation</td><td>272 uW</td></tr>
<tr><td>Register share of total power</td><td>0.534</td></tr>
<tr><td>Leakage power figure</td><td>0.000786 uW</td></tr>
<tr><td>Switching power summed over all nets</td><td>68.4 uW</td></tr>
<tr><td>Share of power burned in combinational logic</td><td>0.104</td></tr>
<tr><th colspan="2">Clock tree</th></tr>
<tr><td>Clk pin slew, worst setup/hold paths</td><td>70 ps</td></tr>
<tr><td>Count of buffers added by post-CTS timing repair for setup</td><td>0</td></tr>
<tr><td>Root buffer selected by CTS</td><td>clkbuf_8</td></tr>
<tr><td>CTS buffer count</td><td>3</td></tr>
<tr><td>Count of cells resized by post-cts repair</td><td>0</td></tr>
<tr><td>H-tree Lvls</td><td>1</td></tr>
<tr><td>Clock tree from TritonCTS</td><td>yes</td></tr>
<tr><td>Number of hold buffers added after CTS</td><td>0</td></tr>
<tr><td>Clk latency late pin</td><td>250 ps</td></tr>
<tr><td>Max Root-Sink Buffers</td><td>2</td></tr>
<tr><th colspan="2">Worst setup path</th></tr>
<tr><td>Startpoint-to-endpoint class of the critical path</td><td>register to register</td></tr>
<tr><td>Cells on worst reg2reg path</td><td>5</td></tr>
<tr><td>Data arrival time of the critical path</td><td>1390 ps</td></tr>
<tr><td>Startpoint types</td><td>register</td></tr>
<tr><td>Endpoint required time on the critical path</td><td>4130 ps</td></tr>
<tr><td>Worst setup EP type</td><td>register</td></tr>
<tr><td>Maximum net fanout on the critical path</td><td>3</td></tr>
<tr><td>Worst flop-to-flop path endpoint</td><td>clk_multiplex$_DFFE_PN_</td></tr>
<tr><td>Register-to-register setup slack</td><td>2740 ps</td></tr>
<tr><td>Launching point of the worst reg2reg path</td><td>count[0]$_DFF_P_</td></tr>
<tr><th colspan="2">Cells and area</th></tr>
<tr><td>Final core area utilization</td><td>0.214</td></tr>
<tr><td>Relative area change from synthesis to final layout</td><td>32.3%</td></tr>
<tr><td>Share of cells above drive strength 1</td><td>0.0508</td></tr>
<tr><th colspan="2">Outcome</th></tr>
<tr><td>Result of the run</td><td>finished clean</td></tr>
<tr><th colspan="2">GRT</th></tr>
<tr><td>Largest net degree at the start of global routing</td><td>16</td></tr>
<tr><td>Number of antenna violations at the first check in global routing</td><td>0</td></tr>
<tr><td>Remaining Overflow, GRT</td><td>0</td></tr>
<tr><td>First-pass GRT wire length</td><td>4490 um</td></tr>
<tr><td>Vias in the first global route</td><td>962</td></tr>
<tr><td>GR Util All Layers</td><td>0.0386</td></tr>
<tr><th colspan="2">Die</th></tr>
<tr><td>Placement Rows</td><td>35</td></tr>
<tr><td>Ports placed on the boundary</td><td>33</td></tr>
<tr><td>DIE WIDTH</td><td>117 um</td></tr>
<tr><td>Chip Area</td><td>13,700 sq um</td></tr>
<tr><td>Standard cell core area</td><td>9200 sq um</td></tr>
<tr><td>Die boundary height</td><td>117 um</td></tr>
<tr><td>Floorplan utilization</td><td>0.162</td></tr>
<tr><th colspan="2">Placement</th></tr>
<tr><td>Count of buffers inserted at the top-level ports</td><td>32</td></tr>
<tr><td>Placement-stage worst setup slack</td><td>2770 ps</td></tr>
<tr><td>Placed wire-length estimate</td><td>2280 um</td></tr>
<tr><td>Final weighted congestion in routability-driven placement</td><td>0.821</td></tr>
<tr><th colspan="2">Worst hold path</th></tr>
<tr><td>Worst Hold Endpoint</td><td>count[0]$_DFF_P_</td></tr>
<tr><td>Hold/Removal Path Class</td><td>register to register</td></tr>
<tr><td>Number of cells traversed by the worst hold path</td><td>1</td></tr>
<tr><td>Min-Delay Startpoint</td><td>count[0]$_DFF_P_</td></tr>
<tr><th colspan="2">Job</th></tr>
<tr><td>Number of warnings in the stage logs</td><td>34</td></tr>
<tr><td>Number of maximum-capacitance constraint violations</td><td>0</td></tr>
</table>
power by group through the flow:
stage     registers, uW  logic, uW  clock network (uW)
6_report            182       35.5                 124
5_1_grt             182       39.0                 135
4_1_cts             182       35.7                 127
cell families after synthesis:
logic type / after synthesis / synth area share
fa+ha+maj: 12 / 0.101
buf+inv: 18 / 0.0538
mux: 11 / 0.0757
compound gates: 13 / 0.0681
xor+xnor: 17 / 0.100
simple gates: 40 / 0.151
flops: 33 / 0.451
state kept, by name, summed over array words and instances, names as in the netlist:
signal	count
sseg_multiplexer.shd.segments	7
count	18
sseg_multiplexer.count	2
clk_multiplex	1
sseg_multiplexer.sseg_an	4
sseg_multiplexer.my_dp	1
metal layers:
layer	track usage	up-vias
met2	0.0577	38
met3	0.0155	0
met5	0	-
met1	0.0550	471
li1	-	564
met4	0	0
layout by cell type, fill, tap and decap left out, drive strengths merged:
cell           netlist  layout
and2                 2       2
o21ai                1       1
inv                 15      15
a22oi                1       1
a21oi                2       2
clkbuf               1       4
dfxtp               32      32
ha                  12      12
nor4b                1       1
mux2i                9       9
clkdlybuf4s50        0      32
or2                  1       1
nand4                5       5
nand3                3       3
edfxtp               1       1
o22ai                4       4
nor4                 3       3
nor2b                1       1
nor2                 4       4
and3                 3       3
a222oi               4       4
or3                  1       1
a221o                1       1
nand2               11      11
xnor2               12      12
mux2                 2       2
and4                 4       4
xor2                 5       5
nor3                 1       1
area by class of cell:
class	instances	area, sq um
Fill cell	985	7230
Multi-Input combinational cell	93	737
Sequential cell	33	671
Timing Repair Buffer	32	320
Tap cell	111	139
Inverter	15	56.3
Clock buffer	4	45.0
how the worst max path moves through the flow:
stage | from | endpoint | slack (ps) | depth (start not counted)
final | count[0]$_DFF_P_ | clk_multiplex$_DFFE_PN_ | 2740 | 5
after global routing | count[0]$_DFF_P_ | clk_multiplex$_DFFE_PN_ | 2630 | 5
after CTS | count[0]$_DFF_P_ | clk_multiplex$_DFFE_PN_ | 2720 | 5
critical path, stage by stage, from the launching register on:
cell and delay, ps:
dfxtp_1 330, inv_1 70, ha_1 130, nor4b_1 230, nand4_1 140, nor4_1 250
through the flow:
stage / area [sq um] / cells
floorplan: 1490 / 144
global placement: 1920 / 284
detailed placement: 1920 / 284
CTS: 1970 / 288
global route: 1970 / 288
finish: 1970 / 288
Power figures rest on the tool's default switching activity, not on a simulated workload.
