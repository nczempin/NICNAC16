File: flow/config.mk
export PLATFORM = sky130hd
export DESIGN_NAME = Memory
export DESIGN_NICKNAME = Memory
export VERILOG_FILES = /design/flow/design.v
export SDC_FILE = /design/flow/constraint.sdc
export NUM_CORES = 4
export LEC_CHECK = 1
export CORE_UTILIZATION = 50
export SYNTH_MEMORY_MAX_BITS = 65536
File: flow/constraint.sdc
current_design Memory

set clk_period 28.6
set clk_io_pct 0.2

create_clock -name clk0 -period $clk_period [get_ports {clk}]

set non_clock_inputs [all_inputs -no_clocks]
set_input_delay [expr $clk_period * $clk_io_pct] -clock clk0 $non_clock_inputs
set_output_delay [expr $clk_period * $clk_io_pct] -clock clk0 [all_outputs]
File: flow/design.v
`timescale 1ns / 1ps
module RAM (
	input  [7:0]ADDRESS,
	input [15:0] IN,
	input WRITE,
	input CLK,
	output [15:0] OUT
);
	reg    [15:0] ram[0:255]; 
	always @(posedge CLK) begin
		if (WRITE) begin
			ram[ADDRESS] <= IN;
		end 
	end
assign OUT = ram[ADDRESS];
endmodule
`timescale 1ns / 1ps
module Memory(
    input clk,
    input en_mem_write,
    output [15:0] mem_read,
    input [15:0] mem_write,
    input [15:0] mem_address
    );
    wire [15:0] rom_out;
    wire [7:0] rom_address;
    wire rom_or_ram;
    assign rom_or_ram = mem_address[8];
    wire [7:0] ram_address;
    assign ram_address = mem_address[7:0];
    assign rom_address = mem_address[7:0];
    wire ram_write;
    assign ram_write=en_mem_write & ~rom_or_ram;
    wire [15:0] ram_in;
    assign ram_in = mem_write;
    wire [15:0] ram_out;
    assign mem_read = rom_or_ram ? rom_out : ram_out;
    RAM ram (
		.ADDRESS(ram_address), 
		.IN(ram_in), 
		.WRITE(ram_write), 
		.CLK(clk), 
		.OUT(ram_out)
	);
    ROM rom(
        .address(rom_address),
        .data(rom_out)
    );
endmodule
`timescale 1ns / 1ps
module ROM(
    input [7:0] address,
    output reg [15:0] data
    );
    always @(address)
    case (address)
      8'h00: data = 16'h4113;  
      8'h01: data = 16'h6114;  
      8'h02: data = 16'h7104;  
      8'h03: data = 16'h1101;  
      8'h04: data = 16'hfc27;  
      8'h05: data = 16'hf75c;  
      8'h06: data = 16'h4112;  
      8'h07: data = 16'h6111;  
      8'h08: data = 16'h5008;  
      8'h09: data = 16'hf75c;  
      8'h0a: data = 16'hfc27;  
      8'h0b: data = 16'h1100;  
      8'h10: data = 16'h0007;  
      8'h11: data = 16'h000c;  
      8'h12: data = 16'ha5c3;  
      8'h13: data = 16'b1111_1111_1111_1101;  
      8'h14: data = 16'b0000_0000_0000_0001;  
     default: data = 16'h05c5;  
    endcase
endmodule
File: flow/run.sh
#!/bin/bash
# OpenROAD 26Q1-2900-gdf79404cd8, Yosys 0.63+post, stock flow scripts
make -C /OpenROAD-flow-scripts/flow DESIGN_CONFIG=/design/flow/config.mk WORK_HOME=/design/flow/orfs finish
==> results.sh <==
# physical design summary
export IMPL_crit_chain="buf_8 > buf_4 > buf_4 > buf_4 > buf_12 > mux4_2 > mux2_2 > o221ai_1 > a221oi_1 > a21oi_1 > a41o_1 > a22oi_1 > clkdlybuf4s50_1"
export IMPL_routed_via_density=6.24
export IMPL_hold_viol_final=0
export IMPL_drtIter0Drc=5408
export IMPL_critPathKind="in -> out"
export IMPL_routed_wl_um=427000
export IMPL_cts_root_buf="clkbuf_16"
export IMPL_fillers=22328
export IMPL_synth_largest_area_cell="edfxtp_1"
export IMPL_p_per_area_nw_per_um2=69.6
export IMPL_num_vias=75270
export IMPL_syn_mean_instance_area_um2=22.6
export IMPL_reg_top3="ram.ram (4096)"
export IMPL_crit_path_end_kind="output port"
export IMPL_area_growth_pct=13.2
export IMPL_maxCapViolations=0
export IMPL_syn_cell_area_um2=158000
export IMPL_max_stage_delay_ns=0.61
export IMPL_hpwl_um=258000
export IMPL_max_freq_ghz=0.0568
export IMPL_synth_warnings=2
export IMPL_maxSlewViolCount=0
export IMPL_cp_data_arrival_time_ns=11.89
export IMPL_pin_count=50
export IMPL_num_rows=206
export IMPL_ys_seq_elements=4096
export IMPL_cts_tree="yes"
export IMPL_clockBufferDepth=4
export IMPL_grt_overflow=0
export IMPL_regMostFlops="ram.ram"
export IMPL_warning_count=48
export IMPL_fin_crit_ns=17.61
export IMPL_core_area_um2=315000
export IMPL_slew_limit_headroom_pct=21.0
export IMPL_initCoreUtil_pct=50.2
export IMPL_ys_seq_share_pct=77.9
export IMPL_grt_first_pass_wirelength_um=604000
export IMPL_hp_class="in -> reg"
export IMPL_cts_clk_slew_worst_paths_ns=0.06
export IMPL_dr_pass1_iters=7
export IMPL_yosysTopAreaCellShare_pct=77.9
export IMPL_avgRoutedWirePerCell_um=35.4
export IMPL_max_vdd_ir_drop_v=0.0000586
export IMPL_status="completed"
export IMPL_io_buffers=42
export IMPL_rsz0062_at_grt="no"
export IMPL_die_area_um2=318000
export IMPL_yosys_cells=6980
export IMPL_setup_viol=0
export IMPL_setup_tns_final_ns=0
export IMPL_postRouteAntennaNets=0
export IMPL_slowest_stage="buf_4"
export IMPL_drc=0
export IMPL_syn_inst=6980
export IMPL_stdcell_count=12059
export IMPL_fin_hold_ws_ns=5.18
export IMPL_power_leakage_nw=55.8
export IMPL_hold_buffers=0
export IMPL_cp_common_cell="buf_4"
export IMPL_antenna_found_initial=20
export IMPL_grt_max_degree=145
export IMPL_die_y_um=564
export IMPL_netlist_cell_type_count=72
export IMPL_grt_pass1_vias=82527
export IMPL_postCtsSetupBuffers=0
export IMPL_synth_area_top_cells="edfxtp_1 78%, mux4_2 14%, mux2i_1 1.2%, mux2_2 0.87%, nor2_1 0.77%"
export IMPL_place_congestion=0.928
export IMPL_startpoint_type="input port"
export IMPL_layout_drive_gt1_share_pct=29.7
export IMPL_cts_sinks=4096
export IMPL_synth_main_ff_cell="edfxtp_1"
export IMPL_synth_edff_count=4096
export IMPL_worstPathRequired_ns=22.88
export IMPL_crit_fanout=91
export IMPL_async_flop_share_pct=0
export IMPL_ys_area_um2=158000
export IMPL_cts_made_buffers=412
export IMPL_die_w_um=564
export IMPL_dp_cells=11285
export IMPL_htreeDepth=5
export IMPL_largest_register_ffs=4096
export IMPL_fin_util_pct=56.8
export IMPL_worst_pin_slew_ns=1.17
export IMPL_period_used_pct=61.6
export IMPL_ctsResizeCount=0
export IMPL_grt_total_usage_pct=31.1
-- layout by cell type, fill, tap and decap left out, types with 13 or more instances in the layout --
| master | count |
|---|---|
| clkinvlp_4 | 14 |
| nor3_1 | 13 |
| clkbuf_16 | 418 |
| bufinv_16 | 33 |
| nor2b_1 | 22 |
| o22ai_1 | 81 |
| o22a_1 | 18 |
| nand2_2 | 17 |
| clkinv_2 | 83 |
| a31oi_1 | 13 |
| a211oi_1 | 19 |
| o221ai_1 | 85 |
| edfxtp_1 | 4096 |
| a221oi_1 | 45 |
| buf_8 | 13 |
| nand4_1 | 20 |
| nand2_1 | 81 |
| nor2_2 | 54 |
| diode_2 | 16 |
| a22oi_1 | 53 |
| mux2i_1 | 185 |
| o21ai_0 | 70 |
| nand3_1 | 34 |
| o211ai_1 | 18 |
| and2_1 | 13 |
| clkdlybuf4s50_1 | 18 |
| nor2_1 | 270 |
| mux4_2 | 1007 |
| clkbuf_1 | 67 |
| mux2_2 | 122 |
| a21oi_1 | 78 |
| clkinv_1 | 122 |
| buf_4 | 511 |
-- cells by family (layout without fill, tap and decap cells) --
group,count (synthesis),count (layout),synth area share [%]
fa+ha+maj,9,9,0.0713
other cells,0,16,0
mux,1316,1316,16.4
simple gates,583,583,1.63
compound gates,553,553,2.50
flops,4096,4096,77.9
buf+inv,423,1326,1.50
-- area by class of cell --
class	count	area, um^2	area share, %
Sequential cell	4096	123000	68.8
Multi-Input combinational cell	2461	32900	18.4
Clock buffer	485	10700	5.99
Tap cell	4160	5200	2.91
Timing Repair Buffer	563	4550	2.54
Clock inverter	273	2380	1.33
Antenna cell	16	40.0	0.0224
Inverter	5	20.0	0.0112
-- final timing paths --
check                       from                    endpoint  slack [ns]  depth (start not counted)
hold / removal     mem_write[15]  ram.ram[160][15]$_DFFE_PP_        5.18                          1
setup / recovery  mem_address[1]                mem_read[11]       10.99                         13
-- metal layers --
metal / track usage (%) / vias up / share of wire [%]
met2: 44.0 / 4941 / 47
li1: - / 30987 / -
met1: 38.5 / 38546 / 30
met3: 23.7 / 755 / 18
met4: 10.8 / 41 / 4.6
met5: 3.21 / - / 0.32
-- metrics by stage --
stage | setup WS, ns | area (um^2) | power, mW
final | 10.99 | 179000 | 12.4
after global routing | 10.66 | 179000 | 12.8
after CTS | 10.91 | 179000 | 12.5
after detailed placement | 10.92 | 166000 | 7.36
after global placement | 10.97 | 166000 | 7.36
after floorplan | 14.99 | 158000 | 7.05
-- worst max-delay path, delay by kind of cell --
family                 cells  cell delay (ns)
AND-OR/OR-AND              5             1.96
buffers and inverters      6             3.38
multiplexers               2             0.53
-- power breakdown --
part / leakage, nW / switching (mW) / total, mW / internal [mW]
Sequential: 36.8 / 0.00145 / 6.61 / 6.61
Clock: 6.39 / 2.23 / 5.20 / 2.97
Combinational: 12.6 / 0.413 / 0.624 / 0.211
-- Yosys cell counts, types with 5 or more instances --
master     number
o22ai_1        81
edfxtp_1     4096
and2_1         15
nor2_1        326
buf_4          71
clkbuf_1      161
o21ai_0        70
a41o_1          6
a31oi_1        13
nor4_1          8
ha_1            9
a32oi_1        11
a21oi_1        78
mux2i_1       185
o221ai_1       85
buf_1          39
a221oi_1       46
nand4_1        20
buf_6          45
a2111oi_0       7
a211oi_1       19
nand2b_1       13
nor2b_1        27
nor3_1         13
nand2_1        99
nand3_1        34
mux2_2        122
a22oi_1        53
buf_2          98
o22a_1         18
or3_1           5
mux4_2       1007
o211ai_1       18
Power is estimated from default activity; no workload was simulated.
