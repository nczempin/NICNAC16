--- flow/config.mk ---
export PLATFORM = sky130hd
export DESIGN_NAME = control_unit
export DESIGN_NICKNAME = control_unit
export VERILOG_FILES = /design/flow/design.v
export SDC_FILE = /design/flow/constraint.sdc
export NUM_CORES = 4
export LEC_CHECK = 1
export CORE_AREA = 10 10 97 97
export DIE_AREA = 0 0 107 107
--- flow/constraint.sdc ---
current_design control_unit

set clk_period 3.6
set clk_io_pct 0.2

create_clock -name clk0 -period $clk_period [get_ports {clk}]
create_clock -name clk1 -period $clk_period [get_ports {pushbutton}]

set non_clock_inputs [all_inputs -no_clocks]
set_input_delay [expr $clk_period * $clk_io_pct] -clock clk0 $non_clock_inputs
set_output_delay [expr $clk_period * $clk_io_pct] -clock clk0 [all_outputs]
--- flow/design.v ---
`timescale  100 ps / 10 ps
module Decoder4_16Bus(D, A, E);
   output reg[15:0] D;
   input  [3:0] A;
   input  E;
      always @ (A or E)
      begin
         if(!E)
           D <= 16'b0000_0000_0000_0000;
        else
        begin
           case(A)
             4'b0000 :  D <= 16'b0000_0000_0000_0001;
             4'b0001 :  D <= 16'b0000_0000_0000_0010;
             4'b0010 :  D <= 16'b0000_0000_0000_0100;
             4'b0011 :  D <= 16'b0000_0000_0000_1000;
             4'b0100 :  D <= 16'b0000_0000_0001_0000;
             4'b0101 :  D <= 16'b0000_0000_0010_0000;
             4'b0110 :  D <= 16'b0000_0000_0100_0000;
             4'b0111 :  D <= 16'b0000_0000_1000_0000;
             4'b1000 :  D <= 16'b0000_0001_0000_0000;
             4'b1001 :  D <= 16'b0000_0010_0000_0000;
             4'b1010 :  D <= 16'b0000_0100_0000_0000;
             4'b1011 :  D <= 16'b0000_1000_0000_0000;
             4'b1100 :  D <= 16'b0001_0000_0000_0000;
             4'b1101 :  D <= 16'b0010_0000_0000_0000;
             4'b1110 :  D <= 16'b0100_0000_0000_0000;
             4'b1111 :  D <= 16'b1000_0000_0000_0000;
          endcase
        end
     end 
endmodule
`timescale 1ns / 1ps
module two_bit_ring_counter (
      input clock,
      input reset,
      input enable,
      output [1:0] q,
      input d
    );
  reg[1:0] a;
    always @(posedge clock)
      if (reset)
        a <= 4'b01;
      else
      if (enable)
      if (1'b1)  
          case (a)
           2'b00: a <= 2'b01;  
           2'b01: a <= 2'b10;
           2'b10: a <= 2'b01;
           2'b11: a <= 2'b01;  
        endcase
      else
          case (a)
           2'b00: a <= 2'b00;  
           2'b01: a <= 2'b10;
           2'b10: a <= 2'b00;
           2'b11: a <= 2'b00;  
        endcase
    assign q = a;
  endmodule
module Stages(CLK, RESET, NEW_CYCLE, FETCH, EXECUTE, RUN_MODE, RUN_CY);
    input CLK;
    input RESET;
    input NEW_CYCLE;
    output FETCH;
    output EXECUTE;
    input RUN_MODE;
    input RUN_CY;
    wire fetch_in;
    assign fetch_in = RUN_CY | (RUN_MODE & ~FETCH);
    two_bit_ring_counter tbrc (
    .q({EXECUTE, FETCH}),
    .clock(CLK),
    .reset(RESET),
    .enable(NEW_CYCLE),
    .d(fetch_in)
    );
endmodule
`timescale 1ns / 1ps
module control_unit(clk, reset, fetch, execute, 
                    t0, t1, t2, t3,
                    I_JMP, I_NOP, I_BL, I_RET, I_LDA, I_STA, I_ADD, I_BAN, I_BAZ, I_DIO,
                    incr_pc, do_jump,
                     EN_IR, EN_PC, EN_MA, EN_MD, EN_AC,
                     ir_out, ir_in,
                     MA_MUX_SEL, MD_MUX_SEL, AC_MUX_SEL, ALU_MUX_A_SEL, ALU_MUX_B_SEL,
                     en_mem_write,
                     AN, AZ,
                     ac_out,
                     DATA_BUS_IN,
                     DATA_BUS_OUT,
                     DEVADDRESS,
                     DEVCTRL,
                     md_out,
                     OUTP,INP,
                     RUN_MODE, RUN_CY,
                     pushbutton,
                     LOAD_SW, WRITE_SW, READ_SW, RUN_SW,
                     CONCY1, CONCY2,
                     do_load,
                     do_read,
                     do_write
                    );
    input clk;
    input reset;
    input [4:0] ir_in;
    output [4:0] ir_out;
    output fetch;
    output execute;
    output t0, t1, t2, t3;
    output I_JMP;
    output I_NOP;
    output I_LDA;
    output I_STA;
    output I_ADD;
    output I_BL;
    output I_RET;
    output I_BAN;
    output I_BAZ;
    output I_DIO;
    output incr_pc;
    output do_jump;
    output EN_IR;
    output EN_PC;
    output EN_MA;
    output EN_MD;
    output EN_AC;
    output [1:0]MA_MUX_SEL;
    output [1:0] MD_MUX_SEL;
    output [1:0] AC_MUX_SEL;
    output ALU_MUX_A_SEL;
    output ALU_MUX_B_SEL;
    output en_mem_write;
    input AN;
    input AZ;
    input [15:0] ac_out;
    input [15:0] DATA_BUS_IN;  
    output [15:0] DATA_BUS_OUT;  
    output [4:0] DEVADDRESS;
    output [5:0] DEVCTRL;
    input [15:0] md_out;
    output OUTP, INP;
    input RUN_MODE;
    input RUN_CY;
    input pushbutton;
    input LOAD_SW, WRITE_SW, READ_SW, RUN_SW;
    input CONCY1, CONCY2;
    output do_load;
    output do_read;
    output do_write;
    assign DEVADDRESS=md_out[4:0];
    assign DEVCTRL=md_out[9:5];
    wire RUN;
    assign RUN = RUN_MODE;
    wire INPUT;
    wire OUTPUT;
    wire IO;
    assign IO = ir_out[0];
    assign INPUT = I_DIO & IO & RUN;
    assign OUTPUT = I_DIO & ~IO & RUN;
    wire SETOUTP;
    assign SETOUTP = execute & I_DIO & OUTPUT & t0;
    wire SETINP;
    assign SETINP = execute & I_DIO & INPUT & t0;
    wire CLROUTP, CLRINP;
    assign CLROUTP = execute & I_DIO & t3;
    assign CLRINP = execute & I_DIO & t3;
    jk_ff out_ff (
       .clk( clk),
       .j(SETOUTP),
       .k(CLROUTP),
       .q(OUTP)
       );
    jk_ff inp_ff (
       .clk( clk),
       .j(SETINP),
       .k(CLRINP),
       .q(INP)
       );
    reg [15:0] io_internal;
    wire [15:0] not_ac;
    wire [15:0] incoming_io_bus;
    assign incoming_io_bus = DATA_BUS_IN;
    assign not_ac = ~ac_out; 
    always @(*)
       io_internal <= OUTP?ac_out:16'bz;
    assign DATA_BUS_OUT = io_internal;
    wire stop_write;
    wire stop_read;
    wire SETWRITE;
    assign SETWRITE = execute & t0 & I_STA |do_write;
    wire CLRWRITE;
    assign CLRWRITE = execute & t2 & I_STA|stop_write;
       wire button_triggered;
    assign do_load = button_triggered & LOAD_SW;
    assign do_read = button_triggered & READ_SW;
    assign do_write = button_triggered & WRITE_SW;    
    jk_ff m_w_ff (
       .clk( clk),
       .j(SETWRITE),
       .k(CLRWRITE),
       .q(en_mem_write)
       );
    wire [15:0] D;
    assign I_NOP = D[0];
    assign I_JMP = D[1];
    assign I_BL  = D[2];
    assign I_RET = D[3];
    assign I_LDA = D[4];
    assign I_STA = D[5];
    assign I_ADD = D[6];
    assign I_BAZ = D[7];
    assign I_BAN = D[8];
    assign I_DIO = D[15];
    wire instr_jump;
    wire icynext;
    assign	icynext =
       reset 
       |execute & I_JMP & t0
       |execute & I_BAN & t0
       |execute & I_BAZ & t0
       |execute & I_NOP & t0
       |execute & I_LDA & t2
       |execute & I_ADD & t2
       |execute & I_STA & t2
       ;
    wire new_cycle;
    assign instr_jump = I_JMP | (I_BAN & AN) | (I_BAZ & AZ);  
    assign EN_IR = (t3 & fetch) ;
    assign do_jump = execute & t0 & instr_jump;
    assign EN_PC = incr_pc | do_jump | reset | do_load; 
    assign EN_MA = fetch & t0 
                  |fetch & t3
                  |do_load
                  |do_write
                  |do_read
                   ;
    assign EN_MD = fetch & (t0 | t2)
                  |execute & I_LDA & t1
                  |execute & I_ADD & t1
                  |execute & I_STA & t0
                  |do_write
                  |do_read
                ;
     assign EN_AC = execute & I_LDA & t2
                   |execute & I_ADD & t2
                   |execute & INPUT & t2
                   |do_load
                   |do_write
                   |stop_read
                   ;
      assign incr_pc = fetch & t2|stop_write|stop_read;
    system_timing st (
        .reset(reset),
        .clk(clk),
        .icynext(icynext),
        .t0(t0),
        .t1(t1),
        .t2(t2),
        .t3(t3),
        .fetch(fetch),
        .execute(execute),
        .new_cycle(new_cycle),
        .RUN_MODE(RUN_MODE),
        .RUN_CY(RUN_CY)
    );
    reg5ce IR(ir_out, clk, EN_IR, reset, ir_in);
    wire [3:0] i_decoder_in;
    assign i_decoder_in = ir_out[4:1];
    Decoder4_16Bus instruction_decoder(D, i_decoder_in, 1'b1);
    assign MA_MUX_SEL = (fetch & t0)|do_write|do_read ? 2'b00 : 
                        fetch & t3 ? 2'b01 :
                           do_load ? 2'b10 :
                                     2'b11
                        ;  
    assign MD_MUX_SEL = execute & I_STA & t0 ? 2'b01 :
                                    do_write ? 2'b10 :
                                               2'b00  
    ;  
    assign AC_MUX_SEL = execute & I_ADD & t2 ? 2'b01: 
                        execute & INPUT & t2 ? 2'b10:
                          do_write | do_load ? 2'b11:
                                               2'b00 
    ;  
    assign ALU_MUX_A_SEL = incr_pc;  
    assign ALU_MUX_B_SEL = incr_pc;  
       pulser trigger_button(
       .pulser(pushbutton),
       .clk(clk),
       .o(button_triggered)
    );
    wire write_delay;
       pulser write1(
       .pulser(do_write),
       .clk(clk),
       .o(write_delay)
    );
       pulser write2(
       .pulser(write_delay),
       .clk(clk),
       .o(stop_write),
       .reset(reset)
    );
       wire read_delay;
       pulser read1(
       .pulser(do_read),
       .clk(clk),
       .o(read_delay)
    );
       pulser read2(
       .pulser(read_delay),
       .clk(clk),
       .o(stop_read),
       .reset(reset)
    );
endmodule
`timescale 1ns / 1ps
module d_ff (
     input clk,
     input clr,
     input d,
     output reg o
);
    always @(posedge clk or negedge clr)
      if (~clr) begin
         o <= 1'b0;
      end else begin
         o <= d;
      end
endmodule
`timescale 1ns / 1ps
`timescale 1ns / 1ps
module d_ff_sc (
     input clk,
     input clr,
     input d,
     output reg o
);
   always @(negedge clr or posedge clk)
      if (!clr) begin
         o <= 1'b0;
      end else begin
         o <= d;
      end
endmodule
`timescale 1ns / 1ps
module jk_ff(clk, j, k, q);
    input clk;
    input j, k;
    output reg q;
    initial q=1'b0;
    always @ (posedge clk)
      begin
        case({j,k})
             2'b00: q=q;
             2'b01: q=1'b0;
             2'b10: q=1'b1;
             2'b11: q=~q;
        endcase
       end
endmodule
`timescale 1ns / 1ps
module pulser(pulser, clk, reset, o);
   input pulser;
   input clk;
   input reset;
   output o;
   wire o1;
    d_ff_sc input_ff (
      .d(1'b1),
      .o(o1),
      .clr(~o),
      .clk(pulser)
    );
    d_ff output_ff (
      .d(o1),
      .o(o),
      .clr(~reset),
      .clk(clk)
    );
endmodule
`timescale 1ns / 1ps
module reg5ce(Q, C, CE, CLR, D);
   output reg [4:0]      Q;
   input 	      C;	
   input 	      CE;	
   input 	      CLR;	
   input  [4:0]      D;
   always @(posedge C or posedge CLR)
     begin
	if (CLR)
	  Q <= 5'b00000;
	else if (CE)
          Q <= D;
     end
endmodule
`timescale 1ns / 1ps
module system_timing(clk, reset, icynext, t0, t1, t2, t3, fetch, execute, new_cycle, RUN_MODE, RUN_CY);
    input clk;
    input reset;
    input icynext;
    output t0;
    output t1;
    output t2;
    output t3;
    output fetch;
    output execute;
    output new_cycle;
    input RUN_MODE;
    input RUN_CY;
    timing_ring_counter trc(
    .clk(clk),
    .icynext(icynext),
    .t0(t0),
    .t1(t1),
    .t2(t2),
    .t3(t3),
    .new_cycle(new_cycle)
    );
    Stages stages (
    .RESET(reset),
    .CLK(clk),
    .NEW_CYCLE(new_cycle),
    .FETCH(fetch),
    .EXECUTE(execute),
    .RUN_MODE(RUN_MODE),
    .RUN_CY(RUN_CY)
    );
endmodule
`timescale 1ns / 1ps
module four_bit_ring_counter (
      input clock,
      input reset,
  output [3:0] q
    );
  reg[3:0] a;
    always @(posedge clock)
      if (reset)
        a = 4'b0001;
      else
        begin
        a <=  a<<1;  
        a[0]<=a[3];
        end
    assign q = a;
  endmodule
module timing_ring_counter(clk, icynext, t0, t1, t2, t3, new_cycle);
    input clk;
    input icynext;
    output t0;
    output t1;
    output t2;
    output t3;
    output new_cycle;
    wire [3:0] t;
    assign t0 = t[0];
    assign t1 = t[1];
    assign t2 = t[2];
    assign t3 = t[3];
    four_bit_ring_counter fbrc (
    .clock(clk),
    .reset(new_cycle),
    .q(t)
    );
    assign new_cycle = icynext |(~t0 & ~t1 & ~t2);
endmodule
--- flow/run.sh ---
#!/bin/bash
# OpenROAD 26Q1-2900-gdf79404cd8, Yosys 0.63+post, stock flow scripts
make -C /OpenROAD-flow-scripts/flow DESIGN_CONFIG=/design/flow/config.mk WORK_HOME=/design/flow/orfs finish
==> job_summary.md <==
## Synthesis and layout report

| Metric | Value |
|---|---|
| Initial Util | `0.153` |
| Crit path from | `RUN_MODE` |
| Gr ovfl total | `0` |
| Dpl cells | `around 240` |
| Crit path DRT | `2.88 ns` |
| Sw Share | `0.367` |
| Post-cts hold buffer count | `0` |
| Global-route wire length before repair | `about 5300 µm` |
| XOR-XNOR Cells, Area Fraction | `0` |
| Internal Power | `around 0.49 mW` |
| Combinational share of power | `0.409` |
| Clock sink count | `14` |
| Non-Filler Instances | `around 240` |
| Tool Warnings | `56` |
| WS Path Type | `input pin to primary output` |
| Pre-CTS WS | `around 0.56 ns` |
| Vias | `just under 900` |
| Final Skew | `around 0.002 ns` |
| Row count | `31` |
| Post-CTS Setup Bufs | `0` |
| CTS Buf Count | `3` |
| Post-DP HPWL | `between 2000 and 3000 µm` |
| Area fraction in mux cells | `0.0404` |
| Tightest Pin Transition | `~0.57 ns` |
| Logic cell area | `approximately 460 µm²` |
| Number of global-route vias before repair | `approximately 940` |
| Delay-heaviest family, CP | `buffers and inverters` |
| Iteration-0 DRC Markers | `33` |
| Max VDD drop | `0.000137 V` |
| Clock Power Share | `0.170` |
| YS warnings | `12` |
| Dominant combinational family | `buffers and inverters` |
| Gr busiest metal | `met2` |
| Crit path buffers/inverters | `2` |
| Longest Clk Path Bufs | `2` |
| Setup TNS | `0 ns` |
| GRT met2 Usage | `0.0896` |
| Slowest-stage cell, CP | `clkdlybuf4s50_1` |
| Hold_sp | `st.trc.fbrc.a[1]$_SDFF_PP0_` |
| IO Pins | `135` |
| Synth Seq Share | `0.300` |
| GR Layer Usage met1 | `0.0749` |
| Setup WS post-layout | `approximately 0.55 ns` |
| Clock transition at path regs | `around 0.06 ns` |
| Distinct lib cells used | `37` |
| Grt met3 use | `0.0224` |
| Status | `finished, final reports clean` |
| Final Hold Vio Count | `0` |
| WL/cell | `13.9 µm` |
| Crit path capture type | `primary output` |
| Startpoint Class | `input pin` |
| Yosys aoi share | `0.115` |
| Die Wd | `around 110 µm` |
| Total Wirelength | `about 3400 µm` |
| Final setup viols | `0` |
| Fill cells | `~830` |
| Layout cell share with drive strength beyond 1 | `0.104` |
| Layout area overhead | `31.4%` |
| Critical R2R Launch | `IR.Q[2]$_DFFE_PP0P_` |
| Die Y | `~110 µm` |
| Highest-count logic cell in the final layout | `clkdlybuf4s50_1` |
| Crit-path max cell delay | `roughly 0.5 ns` |
| Crit path DAT | `~2.3 ns` |
| Worst path cell trace | `clkdlybuf4s50_1 > nand2_1 > or3_4 > a21oi_1 > clkdlybuf4s50_1` |
| Fin. max-slew vios | `0` |
| Max FO, Critical Path | `4` |
| Most frequent CP cell | `clkdlybuf4s50_1` |
| Final ANT Viol Nets | `0` |
| GRT Total Usage | `0.0579` |
| RSZ-0062 raised after global routing | `false` |
| Synth Cell Area | `roughly 0.0011 mm²` |
| DR pass1 iterations | `4` |
| CTS tree | `done` |
| Most frequent cells in the layout | `clkdlybuf4s50_1 (47), nand2_1 (13), inv_1 (7)` |
| Largest net degree at the start of global routing | `16` |
| Clock root cell | `clkbuf_8` |
| Core area | `between 0.007 and 0.008 mm²` |
| Syn_area_per_cell | `roughly 8.7 µm²` |
| Yosys adder share | `0` |
| H-tree lvl count | `1` |
| Post-CTS Resized | `0` |
| Chip Footprint | `0.0114 mm²` |
| # diodes | `0` |
| FF/Latch Area | `335 µm²` |
| Port Buffers | `approximately 47` |
| Slew headroom | `0.621` |
| Synth Area in Simple Gates | `0.239` |
| Static leakage | `roughly 0.54 nW` |
| Via density per instance | `roughly 3.6` |
| Synth Register Bits | `14` |
| Cell count listed in synth_stat.txt | `about 130` |
| Post-DP Area | `0.00142 mm²` |
| DRC | `0` |
| HP Class | `flop to flop` |
| Max-cap viol count | `0` |
| Yosys Chip Area | `around 0.0011 mm²` |
| Sw power | `between 0.2 and 0.3 mW` |
| Gate count of the mapped netlist | `~130` |
| Pwr Density | `~530 mW/mm²` |
| Post-route cell area | `0.00147 mm²` |
| Sequential power share | `0.420` |
| Antenna violations before repair | `0` |
| Placer Congestion | `just under 0.8` |
worst register-to-register path, cell delays in order, from the launching register on:
cell,delay [ns]
dfrtp_1,0.70
nand2_1,0.18
or3_4,0.45
a2bb2oi_1,0.14
nor2b_1,0.13
Yosys cell counts, drive strengths merged:
cell,number,area share
a31oi,1,0.0056
nand2,13,0.044
nor2,6,0.020
and3,1,0.0056
a2111oi,1,0.025
dfxtp,6,0.11
inv,8,0.029
nor2b,1,0.0056
nand4,2,0.011
nor3,6,0.036
o21bai,1,0.010
nor4b,1,0.013
nand4b,1,0.0078
a21oi,4,0.021
and4b,1,0.0090
a211oi,2,0.013
conb,1,0.0034
nand3,3,0.013
a2bb2oi,1,0.0078
nand3b,1,0.0067
a21boi,1,0.0067
mux2,4,0.040
nand2b,1,0.0056
dfrtp,5,0.11
and2,3,0.017
o21ai,2,0.0090
a31o,1,0.0078
edfxtp,3,0.081
nor4,4,0.022
or3,3,0.021
buf,39,0.27
o21ba,1,0.0090
worst paths after layout:
path / slack, ns / cells after the start / endpoint
max: 0.55 / 5 / EN_AC
min: 0.52 / 1 / st.trc.fbrc.a[2]$_SDFF_PP0_
max reg2reg: 1.71 / 4 / inp_ff.q$_DFFE_PP_
min reg2reg: 0.52 / 1 / st.trc.fbrc.a[2]$_SDFF_PP0_
max in group asynchronous: 2.54 / 2 / IR.Q[4]$_DFFE_PP0P_
min in group asynchronous: 0.88 / 2 / IR.Q[0]$_DFFE_PP0P_
layout make-up:
type                       instances  share of cell area
inverter                           8              0.0222
clock buffer                       3              0.0282
clock inverter                     1             0.00256
tap                               99              0.0845
multi-input combinational         71               0.313
sequential                        14               0.229
timing repair buffer              47               0.321
per-layer routing:
metal / part of all wire / routed length [µm] / up-vias
li1: - / - / 432
met1: 0.45 / 1530 / 403
met2: 0.44 / 1480 / 45
met3: 0.091 / 308 / 4
met4: 0.015 / 50 / 0
met5: 0 / 0 / -
registers in the layout, indices dropped and copies added, names as in the netlist:
signal	count
out_ff.q	1
IR.Q	5
st.stages.tbrc.a	2
inp_ff.q	1
m_w_ff.q	1
st.trc.fbrc.a	4
power by group through the flow:
| stage | Sequential, mW | Combinational [mW] | Clock (mW) |
|---|---|---|---|
| final | 0.325 | 0.316 | 0.132 |
| after global routing | 0.340 | 0.360 | 0.146 |
| after CTS | 0.325 | 0.328 | 0.135 |
cells by family (layout without fill, tap and decap cells):
family                 count (synthesis)  count (layout)
buffers and inverters                 47              59
flip-flops                            14              14
AND-OR/OR-AND                         15              15
AND/OR/NAND/NOR                       47              47
multiplexers                           4               4
other                                  1               5
metrics by stage:
| stage | power, mW | hold slack, ns | utilization |
|---|---|---|---|
| after floorplan | 0.490 | 0.445 | - |
| final | 0.773 | 0.524 | 0.201 |
| after global placement | 0.655 | 0.515 | 0.195 |
| after global routing | 0.846 | 0.553 | 0.201 |
| after detailed placement | 0.653 | 0.519 | 0.195 |
| after CTS | 0.787 | 0.530 | 0.201 |
No activity file was given, so power comes from the tool's default toggle rates.
